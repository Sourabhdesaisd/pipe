==> design/flow/design.v <==
module btb_file (
    input clk,
    input rst,                  
    input [2:0] read_index,     
    input [2:0] update_index,
    input [2:0] write_index,
    input [127:0] write_set,
    input write_en,
    output wire [127:0] read_set,
    output wire [127:0] update_set
);
    reg [127:0] file [7:0];
    integer i;
    always @(posedge clk) begin
        if (rst) begin
            for (i = 0; i < 8; i = i + 1)
                file[i] <= 128'h0;
        end else begin
            if (write_en) begin
                file[write_index] <= write_set;
            end
        end
    end
    assign update_set = file[update_index];
    assign read_set = ((read_index == write_index) && write_en) ? write_set : file[read_index];
endmodule
==> design/flow/run.sh <==
#!/bin/bash
# OpenROAD 26Q1-2900-gdf79404cd8, Yosys 0.63+post, stock flow scripts
make -C /OpenROAD-flow-scripts/flow DESIGN_CONFIG=/design/flow/config.mk WORK_HOME=/design/flow/orfs finish
==> design/flow/config.mk <==
export PLATFORM = sky130hd
export DESIGN_NAME = btb_file
export DESIGN_NICKNAME = btb_file
export VERILOG_FILES = /design/flow/design.v
export SDC_FILE = /design/flow/constraint.sdc
export NUM_CORES = 4
export LEC_CHECK = 1
export CORE_UTILIZATION = 40
==> design/flow/constraint.sdc <==
current_design btb_file

set clk_period 20.3
set clk_io_pct 0.2

create_clock -name clk0 -period $clk_period [get_ports {clk}]

set non_clock_inputs [all_inputs -no_clocks]
set_input_delay [expr $clk_period * $clk_io_pct] -clock clk0 $non_clock_inputs
set_output_delay [expr $clk_period * $clk_io_pct] -clock clk0 [all_outputs]
==> reports/qor.yml <==
cells_and_area:
  largest_register_ffs: 1024
  regMostFlops: "file"
  utilization_pct: 47.14
  syn2layout_area_growth_pct: 16.47
  reg_top3: "file: 1024 flops"
  drive_above_1_share_pct: 31.75
timing:
  relSlewSlack_pct: 39.21
  fin_crit_ns: 12.18
  hold_viol: 0
  maxSlewViolCount: 0
  setup_viol: 0
  tns_ns: 0
  tightest_slew_ns: 0.9118
  rsz0062_at_grt: "no"
  final.period_utilization_pct: 60.02
  fmax_ghz: 0.08207
grt:
  grtUsageTotal_pct: 24.99
  overflow: 0
  grt_max_degree: 71
  antenna_found_initial: 15
  grt_pass1_vias: 33820
  grt_pass1_wl_mm: 230.6
critical_path:
  critPathCaptureType: "primary output"
  required_ns: 16.24
  cp.arrival_ns: 8.12
  crit_fanout: 45
  cp-start-kind: "input pin"
  path_class: "input pin to primary output"
yosys:
  top_area_cell: "edfxtp_1"
  synthTopCellsByCount: "1024 x and2_1, 1024 x edfxtp_1, 512 x mux4_2"
  synthDominantCellAreaShare_pct: 55.80
  ys_ff: 1024
  edf_count: 1024
  yosys_area_um2: 55100
  area_leaders: "edfxtp_1 56%, mux4_2 21%, and2_1 12%, mux2_2 5.2%, mux2_4 3.5%"
  syn_avg_cell_area_um2: 17.02
  synth_cells: 3238
  synth_seq_share_pct: 55.80
  synthesis.area_um2: 55100
  yosys_cells: 3238
  yosysUniqueCellTypes: 20
  flop_cell: "edfxtp_1"
  synth-async-reset-ratio_pct: 0
  yosys_warnings: 1
pwr:
  internal-power_w: 0.004054
  p_per_area_nw_per_um2: 82.32
  clock_power_share_pct: 37.6
  p_sw_share_pct: 23.26
  peakVddDrop_mv: 0.06669
  power_leakage_nw: 22.20
  power_w: 0.005283
  switchingPower_w: 0.001229
  seq_power_share_pct: 47.7
  p_comb_share_pct: 14.7
die:
  chip_area_um2: 139200
  ios: 396
  design.core.area_um2: 136100
  die_y_um: 373.2
  die_width_um: 373.2
  num_rows: 135
  fp_util_pct: 40.48
placed_design:
  place_congestion: 0.8093
  hpwl_mm: 89.24
  portBuffers: 395
route:
  routedWlPerCell_um: 29.06
  drtAntennaViolNets: 0
  wirelength_mm: 158.2
  drt_iter0_markers: 1450
  viasPerCell: 5.576
  first_pass_iters: 5
  drc_errors: 0
  via_count: 30370
min_path:
  min_to: "file[5][124]"
  hold_start: "write_set[124]"
  whs_path_depth: 2
  hold_class: "input pin to flop"
clock_tree:
  clockRootBuffer: "clkbuf_16"
  cts_setup_buffers: 0
  ctsResizeCount: 0
  hold_buffers: 0
  cts_tree: "done"
  clkSlewWorstSetupHoldPaths_ns: 0.05
  cts_buffer_depth: 3
  htree_levels: 3
  cts_sinks: 1024
  cts_buffers: 113
status:
  outcome: "finished, final reports clean"
run:
  tool_warnings: 26
  timing.max_cap.violations: 0
==> critical path, stage by stage <==
cell	delay, ns
buf_8	0.40
buf_4	0.60
buf_4	0.71
buf_4	0.65
mux4_2	0.58
mux2_2	0.29
mux2_4	0.30
clkdlybuf4s50_1	0.43
==> cells in the final DEF (no fill, tap or decap), types with 3 or more instances in the layout <==
cell / n
clkdlybuf4s50_1: 389
xnor2_1: 3
buf_4: 93
clkbuf_1: 26
clkinv_1: 28
clkinv_8: 3
nor2_4: 6
clkinv_2: 21
and2_1: 1024
mux4_2: 512
buf_8: 4
mux2_2: 256
clkbuf_16: 114
or2_4: 8
edfxtp_1: 1024
bufinv_16: 9
mux2_4: 128
==> power groups by stage <==
stage                 Combinational, W  Clock (W)  Sequential (W)
after global routing          0.000831    0.00210         0.00254
final                         0.000779    0.00198         0.00252
after CTS                     0.000795    0.00203         0.00252
==> per-layer routing <==
metal,share of wire [%],wire (um),vias up,track usage [%]
met3,12,18760,261,12.91
met4,2.7,4202,22,5.232
met1,35,54980,15240,31.81
met2,51,80190,1608,39.96
met5,0.066,105,-,0.03431
li1,-,-,13240,-
==> logic make-up (layout without fill, tap and decap cells) <==
family / after synthesis / count (layout) / share of synthesized area (%)
multiplexers: 896 / 896 / 29.65
other: 0 / 2 / 0
AND/OR/NAND/NOR: 1046 / 1046 / 11.85
flip-flops: 1024 / 1024 / 55.80
buffers and inverters: 269 / 694 / 2.659
XOR/XNOR: 3 / 3 / 0.04769
==> cell type report <==
cell class | instances | area [um^2]
Fill cell | 11300 | 71970
Sequential cell | 1024 | 30750
Multi-Input combinational cell | 1945 | 22960
Timing Repair Buffer | 490 | 4715
Clock buffer | 140 | 2950
Tap cell | 1781 | 2228
Clock inverter | 64 | 565.5
Antenna cell | 2 | 5.005
==> metrics by stage <==
stage	setup WS [ns]	cells	cell area [um^2]	hold WS, ns
6_report	8.115	5446	64180	4.171
3_3_place_gp	7.948	5240	60660	4.907
3_5_place_dp	7.972	5240	60660	4.913
5_1_grt	7.778	5445	64180	4.123
2_1_floorplan	10.63	3238	55100	4.258
4_1_cts	7.958	5444	64170	4.103
==> worst max-delay path by stage <==
stage             start             to  slack [ns]  cells past startpoint
4_1_cts   read_index[0]  read_set[111]        7.96                      8
5_1_grt   read_index[0]   read_set[98]        7.78                      8
6_report  read_index[0]   read_set[98]        8.12                      8
Power is estimated from default activity; no workload was simulated.
