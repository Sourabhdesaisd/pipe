File: design/flow/config.mk
export PLATFORM = sky130hd
export DESIGN_NAME = comparator_unit32
export DESIGN_NICKNAME = comparator_unit32
export VERILOG_FILES = /design/flow/design.v
export SDC_FILE = /design/flow/constraint.sdc
export NUM_CORES = 4
export LEC_CHECK = 1
export CORE_AREA = 10 10 79 79
export DIE_AREA = 0 0 89 89
File: design/flow/constraint.sdc
current_design comparator_unit32

set clk_period 5.5
set clk_io_pct 0.2

create_clock -name clk0 -period $clk_period

set non_clock_inputs [all_inputs -no_clocks]
set_input_delay [expr $clk_period * $clk_io_pct] -clock clk0 $non_clock_inputs
set_output_delay [expr $clk_period * $clk_io_pct] -clock clk0 [all_outputs]
File: design/flow/design.v
module comparator_unit32 (
    input  [31:0] rs1,
    input  [31:0] rs2,
    input  [6:0]  opcode,
    input  [2:0]  func3,
    output reg [31:0] Y
);
    localparam OPCODE_R = 7'b0110011;
    localparam OPCODE_I = 7'b0010011;
    always @(*) begin
        case(func3)
            3'b010:  
                Y = (($signed(rs1) < $signed(rs2))) ? 32'd1 : 32'd0;
            3'b011:  
                Y = (rs1 < rs2) ? 32'd1 : 32'd0;
            default:
                Y = 32'd0;
        endcase
    end
endmodule
File: design/flow/run.sh
#!/bin/bash
# OpenROAD 26Q1-2900-gdf79404cd8, Yosys 0.63+post, stock flow scripts
make -C /OpenROAD-flow-scripts/flow DESIGN_CONFIG=/design/flow/config.mk WORK_HOME=/design/flow/orfs finish
==> run_results.csv <==
group,metric,value,unit
outcome,status,"finished, final reports clean",
place,finalWeightedCongestion,0.7561,
synthesis,yosysUniqueCellTypes,28,
worst_setup_path,path_cells,"clkdlybuf4s50_1 > inv_1 > ha_1 > nand4_2 > nor3_2 > a2bb2oi_1 > a2111oi_0 > o21bai_1 > clkdlybuf4s50_1",
worst_setup_path,worstPathArrival,3.39,ns
route,vias_per_cell,3.902,
synthesis,avgSynthCellArea,7.326,sq um
power_and_ir_drop,power.switching,0.03359,mW
final_timing,setup_viol,0,
power_and_ir_drop,p_seq_share,0,%
worst_setup_path,worst-path-buf-inv,3,
worst_setup_path,critical-path-max-stage-delay,0.50,ns
worst_hold_path,min_from,"func3[0]",
synthesis,ys_chip_area,1062,sq um
route,drtIter0Drc,1,
worst_setup_path,crit_fanout,4,
final_timing,rsz0062_at_grt,"false",
route,drt-total-wl,3010,microns
route,n_antenna_cell,0,
worst_hold_path,hold_depth,6,
power_and_ir_drop,swShare,34.22,%
finish,nClkBuffers,0,
job,cap_violations,0,
place,dp_hpwl,2946,microns
route,postRouteAntennaNets,0,
worst_hold_path,min_to,"Y[0]",
finish,layout-drive-gt1-share,1.415,%
global_routing,grt_overflow,0,
place,io_buffers,68,
job,warning_count,39,
route,drc,0,
floorplanning,rows,25,
synthesis,synth_warnings,1,
power_and_ir_drop,internal_power,0.06455,mW
finish,fin_cells,266,
floorplanning,initial_core_util,22.79,%
synthesis,ys_seq_share,0,%
power_and_ir_drop,p_leak,0.8677,nW
route,drt_pass1_iterations,2,
power_and_ir_drop,p_clk_share,0,%
finish,ff_count,0,
synthesis,top_area_cell,"ha_1",
global_routing,grt_pass1_wl,4712,microns
floorplanning,dieArea,7921,sq um
worst_setup_path,crit_path_top_delay_cell,"clkdlybuf4s50_1",
synthesis,yosys-top-cells-count,"31 x buf_4, 31 x ha_1, 31 x inv_1",
synthesis,synth_cells,145,
final_timing,tns,0,ns
global_routing,grt_pass1_vias,1107,
worst_setup_path,critPathCaptureType,"output port",
final_timing,slew_violations,0,
finish,flop_area,0,sq um
power_and_ir_drop,power.density,58.06,nW/um^2
power_and_ir_drop,peakVddDrop,0.01792,mV
synthesis,top_cell_area_share,36.51,%
global_routing,antenna_found_initial,0,
worst_setup_path,crit_type,"in2out",
floorplanning,die_w,89,microns
finish,area_delta_synth_final,59.13,%
final_timing,fmax,222.7,MHz
place,dp.cells,266,
power_and_ir_drop,comb_power_share,100.0,%
synthesis,area_leaders,"ha_1 37%, buf_4 22%, inv_1 11%",
worst_setup_path,critPathMostFrequentCell,"clkdlybuf4s50_1",
clock_network,postCtsHoldBufs,0,
route,wl_per_cell,11.32,microns
final_timing,fin_crit,4.491,ns
synthesis,netlist_area,1062,sq um
route,vias,1038,
worst_setup_path,required,4.40,ns
floorplanning,pin_count,106,
worst_setup_path,startpoint_type,"primary input",
worst_hold_path,hp-class,"in2out",
worst_setup_path,cpLargestDelayFamily,"buffers and inverters",
final_timing,whs,3.296,ns
synthesis,yosys_cells,145,
global_routing,grt_max_degree,5,
floorplanning,core,4661,sq um
final_timing,final-hold-violation-count,0,
final_timing,finalCritPeriodShare,81.65,%
floorplanning,fp.dieH,89,microns
global_routing,track_usage,7.121,%
clock_network,postCtsSetupBuffers,0,
clock_network,cts_resized,0,
per-layer routing:
| metal | vias to the layer above | share of wire, % | track usage [%] |
|---|---|---|---|
| met3 | 0 | 13 | 2.847 |
| met4 | 0 | 0 | 0 |
| met5 | - | 0 | 0 |
| met1 | 413 | 44 | 8.601 |
| li1 | 570 | - | - |
| met2 | 55 | 44 | 12.37 |
power by group through the flow:
stage | Sequential [mW] | Clock, mW | Combinational (mW)
CTS | 0 | 0 | 0.101
global route | 0 | 0 | 0.113
finish | 0 | 0 | 0.0981
logic make-up (layout without fill, tap and decap cells):
group	count (synthesis)	after routing	share of synthesized area, %
buffers and inverters	62	99	32.86
adders and majority gates	31	31	36.51
AOI/OAI and AO/OA	26	26	15.78
and+or+nand+nor	25	25	14.49
other	1	31	0.3530
worst max path at each step:
stage / start / to / slack (ns) / cells after the start
5_1_grt: rs2[31] / Y[0] / 0.74 / 9
6_report: rs2[31] / Y[0] / 1.01 / 9
4_1_cts: rs2[31] / Y[0] / 0.97 / 9
cells in the final DEF, fill, tap and decap left out, drive strengths merged, types with 2 or more instances in the layout:
master	instances
ha	31
and4	2
o21ai	5
nand3	2
nand4	5
clkdlybuf4s50	68
a21oi	9
a2111oi	2
inv	31
conb	31
nand2b	2
nor2	4
nand2	5
o21a	2
cell type report:
type	count	area, sq um
tap	54	67.56
inverter	31	116.4
multi-input combinational	113	825.8
timing repair buffer	68	680.7
fill	488	2970
through the flow:
step | worst slack [ns] | instance area, sq um | utilization (%) | power, mW
6_report | 1.009 | 1690 | 36.27 | 0.09814
5_1_grt | 0.7379 | 1690 | 36.27 | 0.1132
4_1_cts | 0.9713 | 1690 | 36.27 | 0.1008
3_5_place_dp | 0.9667 | 1690 | 36.27 | 0.1002
3_3_place_gp | 1.003 | 1690 | 36.27 | 0.09973
2_1_floorplan | 2.115 | 1175 | - | 0.05586
Power is estimated from default activity; no workload was simulated.
