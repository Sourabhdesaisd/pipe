===== run.sh =====
#!/bin/bash
# OpenROAD 26Q1-2900-gdf79404cd8, Yosys 0.63+post, stock flow scripts
make -C /OpenROAD-flow-scripts/flow DESIGN_CONFIG=/design/flow/config.mk WORK_HOME=/design/flow/orfs finish

===== config.mk =====
export PLATFORM = sky130hd
export DESIGN_NAME = ripple_carry_adder32
export DESIGN_NICKNAME = ripple_carry_adder32
export VERILOG_FILES = /design/flow/design.v
export SDC_FILE = /design/flow/constraint.sdc
export NUM_CORES = 4
export LEC_CHECK = 1
export CORE_AREA = 10 10 104 104
export DIE_AREA = 0 0 114 114

===== constraint.sdc =====
current_design ripple_carry_adder32

set clk_period 11.0
set clk_io_pct 0.2

create_clock -name clk0 -period $clk_period

set non_clock_inputs [all_inputs -no_clocks]
set_input_delay [expr $clk_period * $clk_io_pct] -clock clk0 $non_clock_inputs
set_output_delay [expr $clk_period * $clk_io_pct] -clock clk0 [all_outputs]

===== design.v =====
module ripple_carry_adder32 (
    input  [31:0] a,
    input  [31:0] b,
    input         cin,              
    output [31:0] sum,
    output        carry_flag,       
    output        zero_flag,        
    output        negative_flag,    
    output        overflow_flag     
);
    reg [32:0] c;       
    reg [31:0] s;       
    integer i;
    always @(*) begin
        c[0] = cin;     
        for (i = 0; i < 32; i = i + 1) begin
            s[i]   = a[i] ^ b[i] ^ c[i];
            c[i+1] = (a[i] & b[i]) |
                     (a[i] & c[i]) |
                     (b[i] & c[i]);
        end
    end
    assign sum = s;
    assign carry_flag = c[32];
    assign zero_flag = (sum == 32'd0);
    assign negative_flag = sum[31];
    assign overflow_flag = (a[31] == b[31]) && (sum[31] != a[31]);
endmodule

==> impl_metrics.toml <==
# generated from flow reports
[status]
status = "finished, violations left"
violations = "setup timing"

[logic_synthesis]
yosys_area_um2 = 767.0
ys_cells = 52
synth_cells = 52
netlist_area_um2 = 767.0
syn_area_per_cell_um2 = 14.75
yosysSeqAreaShare_pct = 0
yosysWarningCount = 1
ys_types = 9

[power]
powerDensity_nw_per_um2 = 64.01
leakage_nw = 0.7380
ir_drop_mv = 0.02456

[finish]
nClkBuffers = 0
seq_cells = 0
post-route-util_pct = 23.24
logic_area_um2 = 827.0
fillers = 940
drive_gt1_share_pct = 40.37
area_delta_synth_final_pct = 163.0
flop_area_um2 = 0

[critical_path]
start_kind = "input port"
critical-path-top-delay-family = "adder cells"
worstSetupPathType = "in -> out"
worstSetupEndpointType = "output port"
slowest_stage = "fa_1"
crit_required_ns = 8.80
cpPeakStageDelay_ns = 0.43
cpMostUsedCell = "fa_2"
cp.arrival_ns = 14.21
path_max_fanout = 2
cp_num_buf_inv = 5

[floorplan]
rows = 34
io_pins = 101
dieHeight_um = 114
core_um2 = 8678
die-area_um2 = 13000
fp_util_pct = 8.838
die_w_um = 114

[routing]
via_per_inst = 3.204
firstDrtPassIters = 2
drtIter0Drc = 12
n_antenna_cell = 0
wl_per_cell_um = 14.35
routed-via-count = 862
antenna_left = 0
drc_errors = 0
wl_um = 3860

[placed_design]
pre_cts_ws_ns = -6.112
portBuffers = 101
hpwl_um = 3785
gp_congestion = 0.8391

[final_timing]
final-hold-violation-count = 0
slew_headroom_pct = 75.21
period_needed_ns = 16.41
setup_viol_count_final = 19
worstMarginPinSlew_ns = 0.3685
maxSlewViolCount = 0
rsz0062_at_grt = "yes"
fmax_mhz = 60.95
worst_slack_ns = -5.407
period_used_pct = 149.2

[run]
warnings = 36
max-cap-violations = 0

[min_path]
hold_class = "in -> out"

[global_route]
grt.total_usage_pct = 5.628
antenna_found_initial = 0
grt_max_degree = 4
first_global_vias = 1048
grt_pass1_wl_um = 5899
grt_overflow = 0

[clock_network]
cts_hold_buf = 0
[layer usage]
layer  part of all wire (%)  GRT usage [%]
met1                     38          6.799
met2                     44          9.036
met3                     18          3.349
met4                      0              0
met5                      0              0
[report_power, final]
part           internal [mW]  switching [mW]
Combinational         0.0880          0.0411
Sequential                 0               0
Clock                      0               0
Total                 0.0880          0.0411
[cells by family (layout without fill, tap and decap cells)]
group / Yosys count / count (layout) / synth area share (%)
xor gates and xnor gates: 1 / 1 / 1.142
adders and majority gates: 33 / 33 / 85.15
buffers and inverters: 6 / 115 / 3.426
and+or+nand+nor: 12 / 12 / 10.28
[synth_stat cells]
master	n	area [um2]
fa_1	32	640.6
nand4_1	2	12.51
ha_1	1	12.51
nor4_1	7	43.79
nor4b_2	1	15.01
buf_4	1	7.510
nor2_1	2	7.510
xor2_1	1	8.760
inv_1	5	18.77
[layout by cell type (no fill, tap or decap)]
master / count
clkbuf_2: 2
clkdlybuf4s50_1: 77
nand4_1: 2
inv_1: 3
buf_6: 12
fa_2: 31
dlymetal6s2s_1: 2
inv_4: 1
buf_2: 14
nor4b_4: 1
inv_2: 1
ha_1: 1
nor2_1: 2
fa_1: 1
nor4_1: 7
xor2_1: 1
buf_4: 3
[what timing repair did]
action / CTS / global route
buffers inserted: 3 / 2
gates cloned: 0 / 0
setup endpoints to repair: 21 / 21
pin swaps: 1 / 1
gates resized: 77 / 12
[area by class of cell]
class | count | share of cell area (%)
Inverter | 5 | 1.055
Tap cell | 108 | 6.700
Multi-Input combinational cell | 46 | 41.01
Timing Repair Buffer | 110 | 51.24
[path summary, 6_finish.rpt]
path / end / startpoint / cells after the start
max: overflow_flag / a[0] / 39
min: zero_flag / a[0] / 6
[stage by stage]
stage | setup TNS [ns] | power (mW) | std cells | instance area (um2) | hold WS [ns]
finish | -60.27 | 0.1291 | 269 | 2017 | 5.061
global route | -64.82 | 0.1455 | 269 | 2017 | 5.106
CTS | -61.59 | 0.1298 | 267 | 1988 | 5.176
detailed placement | -75.82 | 0.1320 | 264 | 2013 | 5.484
global placement | -75.19 | 0.1314 | 264 | 2013 | 5.472
floorplan | -50.45 | 0.02861 | 52 | 844.6 | 4.479
No activity file was given, so power comes from the tool's default toggle rates.
